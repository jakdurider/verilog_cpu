### flow/run.sh
#!/bin/bash
# OpenROAD 26Q1-2900-gdf79404cd8, Yosys 0.63+post, stock flow scripts
make -C /OpenROAD-flow-scripts/flow DESIGN_CONFIG=/design/flow/config.mk WORK_HOME=/design/flow/orfs finish
### flow/config.mk
export PLATFORM = sky130hd
export DESIGN_NAME = state_machine
export DESIGN_NICKNAME = state_machine
export VERILOG_FILES = /design/flow/design.v
export SDC_FILE = /design/flow/constraint.sdc
export NUM_CORES = 4
export LEC_CHECK = 1
export CORE_AREA = 10 10 70 70
export DIE_AREA = 0 0 80 80
### flow/constraint.sdc
current_design state_machine

set clk_period 1.0
set clk_io_pct 0.2

create_clock -name clk0 -period $clk_period [get_ports {clk}]

set non_clock_inputs [all_inputs -no_clocks]
set_input_delay [expr $clk_period * $clk_io_pct] -clock clk0 $non_clock_inputs
set_output_delay [expr $clk_period * $clk_io_pct] -clock clk0 [all_outputs]
### flow/design.v
module state_machine(
    input [16-1:0] inst,
    input clk,
    input reset_n,
    output reg [3:0] state
);
    reg [3:0] next_state;
    wire [3:0] ALUOp;
    wire [5:0] func;
    assign ALUOp = inst[15:12];
    assign func = inst[5:0];
    initial begin
        state <= 4'd12;
        next_state <= 4'd0;
    end
    always @(posedge clk) begin
        if(reset_n) state <= next_state;
    end
    always @(*) begin
        case(state)
            4'd12 : next_state <= 4'd0;
            4'd0 : next_state <= 4'd1;
            4'd1 : begin
                case(ALUOp)
                    4'd15 : begin
                        if(func==6'd28 || func == 6'd25 || func == 6'd26 || func == 6'd29) next_state <= 4'd0;
                        else next_state <= 4'd2;
                    end
                    4'd4 : next_state <= 4'd3;
                    4'd5 : next_state <= 4'd3;
                    4'd6 : next_state <= 4'd3;
                    4'd7 : next_state <= 4'd6;
                    4'd8 : next_state <= 4'd5;
                    4'd0 : next_state <= 4'd4;
                    4'd1 : next_state <= 4'd4;
                    4'd2 : next_state <= 4'd4;
                    4'd3 : next_state <= 4'd4;
                    4'd9 : next_state <= 4'd0;
                    4'd10 : next_state <= 4'd0;
                endcase
            end
            4'd2 : next_state <= 4'd9;
            4'd3 : next_state <= 4'd10;
            4'd4 : next_state <= 4'd0;
            4'd5 : next_state <= 4'd7;
            4'd6 : next_state <= 4'd8;
            4'd7 : next_state <= 4'd0;
            4'd8 : next_state <= 4'd11;
            4'd9 : next_state <= 4'd0;
            4'd10 : next_state <= 4'd0;
            4'd11 : next_state <= 4'd0;
        endcase    
    end 
endmodule
==> results.json <==
{
  "status": "complete, no violations",
  "yosysWarnings": 1,
  "mux_share_pct": 0,
  "grt_pass1_vias": 345,
  "fin_crit_sh_pct": 91.8,
  "untimed_endpoints": 8,
  "num-fill-cells": 399,
  "regArea_um2": 180,
  "hold_path.class": "input port to flop",
  "ant_nets": 0,
  "grt_setup_unrepaired": "false",
  "crit_fanout": 2,
  "ys_sh_xor_pct": 4.38,
  "drt-total-wl_um": 978,
  "synth.cell_area_um2": 400,
  "drc_errors": 0,
  "path_clk_slew_ps": 30,
  "place_ws_ps": -85.6,
  "core_mm2": 0.00342,
  "numPortBuffers": 15,
  "finalHoldViolations": 0,
  "finalMaxSlewViolations": 0,
  "edf_count": 4,
  "ys_ff": 8,
  "slew_headroom_pct": 80.3,
  "die_h_um": 80,
  "finalInstanceArea_um2": 663,
  "cpPeakStageDelay_ps": 370,
  "die_area_mm2": 0.00640,
  "cts_tree": "done",
  "path_buffers": 1,
  "num_vias": 385,
  "holdWs_ps": 680,
  "layout_min_cycle_time_ps": 918,
  "wl_per_cell_um": 8.89,
  "grt_pass1_wl_mm": 1.48,
  "worst_ep_required_time_ps": 800,
  "dp_cells": 103,
  "ys_cells": 39,
  "vias_per_cell": 3.50,
  "fmax_mhz": 1090,
  "vdd_ir_drop_max_v": 0.000193,
  "final_core_util_pct": 19.4,
  "synthAoiAreaFrac_pct": 24.1,
  "max_cap_viol_count": 0,
  "worstPathCellList": "buf_2",
  "avgSynthCellArea_um2": 10.3,
  "drt_first_pass_iters": 4,
  "ios": 22,
  "leakage_nw": 0.262,
  "grt_max_degree": 8,
  "adder_share_pct": 0,
  "power_density_mw_per_mm2": 788,
  "fin_ws_ps": 82.1,
  "track_usage_pct": 2.82,
  "worstMarginPinSlew_ps": 294,
  "synth_cell_types": 27,
  "clock_path_buffers": 2,
  "antenna_found_initial": 0,
  "unclocked_pins": 4,
  "critical_path_class": "flop to output port",
  "logic_family": "AND-OR/OR-AND gates",
  "synth-simple-area-share_pct": 22.8,
  "drt-initial-drc-count": 4,
  "cpMaxStageDelayCell": "edfxtp_1",
  "place_area_um2": 631,
  "overflow": 0,
  "antenna_cells": 0,
  "warning_count": 31,
  "rows": 21,
  "cp-start-kind": "flop",
  "cts_buffers": 3,
  "end_kind": "output port",
  "htree_levels": 1,
  "setup_violations": 0,
  "dieWidth_um": 80,
  "stdcell_count": 110,
  "drive_above_1_share_pct": 29.7,
  "syn_inst": 39,
  "arrival_ps": 720,
  "comb_area_um2": 205,
  "gp_congestion": 0.719,
  "synth-main-ff-cell": "edfxtp_1",
  "synthArstFlopShare_pct": 0,
  "cts-root-buf": "clkbuf_4",
  "syn_to_final_growth_pct": 65.6,
  "ys_chip_area_um2": 400,
  "fp_util_pct": 11.7,
  "cp_top_family": "flip-flops"
}
cell families (layout without fill, tap and decap cells):
group           Yosys count  count (layout)
compound gates           12              12
xor+xnor                  2               2
buf+inv                   3              28
flops                     4               4
latches                   4               4
simple gates             14              14
metrics by stage:
step	power, mW	setup TNS (ps)
2_1_floorplan	0.254	0
3_3_place_gp	0.332	-310
3_5_place_dp	0.334	-376
4_1_cts	0.537	0
5_1_grt	0.564	0
6_report	0.523	0
state kept, by name, summed over array words and instances, names as in the netlist:
register and cells:
next_state 4, state 4
report_power, final:
group	internal [mW]	switching [mW]
Clock	0.133	0.0561
Combinational	0.0825	0.0500
Sequential	0.198	0.00253
cells in the final DEF (no fill, tap or decap):
cell,count
a211oi_1,1
a21oi_1,1
a31o_1,1
a31oi_1,1
and2b_1,1
and4b_1,1
buf_2,2
buf_4,8
clkbuf_2,2
clkbuf_4,3
clkdlybuf4s50_1,11
dlxtn_1,4
edfxtp_1,4
inv_1,2
nand2_1,4
nand2b_1,1
nand2b_2,1
nand3b_1,1
nor3_1,2
o211ai_1,2
o21a_1,1
o21ai_0,1
o221a_2,1
o221ai_1,1
o22a_1,1
o31ai_2,1
or3_1,1
or3_4,1
or3b_1,1
xnor2_1,1
xor2_1,1
cells in the mapped netlist (2+ instances only):
| cell type | n | area, um^2 |
|---|---|---|
| nor3_1 | 2 | 10.0 |
| dlxtn_1 | 4 | 60.1 |
| o211ai_1 | 2 | 15.0 |
| edfxtp_1 | 4 | 120 |
| inv_1 | 2 | 7.51 |
| nand2_1 | 4 | 15.0 |
worst paths after layout:
check / from / to / cells past startpoint
setup / recovery: state[3] / state[3] / 1
hold / removal: reset_n / state[2] / 1
final cells by class:
type	count	share of cell area, %
Multi-Input combinational cell	28	30.9
Timing Repair Buffer	23	28.7
Sequential cell	8	27.2
Tap cell	46	8.68
Clock buffer	3	3.40
Inverter	2	1.13
repair_timing:
action,CTS,global route
resized,10,2
pin swaps,0,0
hold buffers,0,0
hold endpoints to repair,0,0
endpoints found under the setup margin,4,2
setup buffers,4,0
per-layer routing:
layer | global-route usage, % | up-vias | share of wire (%)
li1 | - | 200 | -
met1 | 3.72 | 164 | 50
met2 | 3.77 | 19 | 36
met3 | 1.14 | 2 | 10
met4 | 1.58 | 0 | 3.5
met5 | 0 | - | 0
No activity file was given, so power comes from the tool's default toggle rates.
