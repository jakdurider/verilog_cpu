==> design.v <==
module PC_control(
    input [16-1:0] PC,
    output [16-1:0] next_PC,
    input Jump,
    input Branch,
    input [16-1:0] immediate
);
    assign next_PC = Jump ? {PC[15:12], {4{1'b0}}, immediate[7:0]} : PC+1;   
endmodule
==> run.sh <==
#!/bin/bash
# OpenROAD 26Q1-2900-gdf79404cd8, Yosys 0.63+post, stock flow scripts
make -C /OpenROAD-flow-scripts/flow DESIGN_CONFIG=/design/flow/config.mk WORK_HOME=/design/flow/orfs finish
==> config.mk <==
export PLATFORM = sky130hd
export DESIGN_NAME = PC_control
export DESIGN_NICKNAME = PC_control
export VERILOG_FILES = /design/flow/design.v
export SDC_FILE = /design/flow/constraint.sdc
export NUM_CORES = 4
export LEC_CHECK = 1
export CORE_AREA = 10 10 70 70
export DIE_AREA = 0 0 80 80
==> constraint.sdc <==
current_design PC_control

set clk_period 3.1
set clk_io_pct 0.2

create_clock -name clk0 -period $clk_period

set non_clock_inputs [all_inputs -no_clocks]
set_input_delay [expr $clk_period * $clk_io_pct] -clock clk0 $non_clock_inputs
set_output_delay [expr $clk_period * $clk_io_pct] -clock clk0 [all_outputs]
==> out/qor.json <==
{
  "global_route": {
    "antenna_found_initial": 0,
    "groute.usage.overall_pct": 5.84,
    "grt_pass1_vias": 689,
    "gr-total-overflow": 0,
    "grtUsageMet2_pct": 10.1,
    "met3_usage_pct": 1.59,
    "busiest_layer": "met2",
    "gr_util_met1_pct": 7.45,
    "grt_first_pass_wirelength_um": 3150,
    "grt_max_degree": 13
  },
  "worst_setup_path": {
    "cp.required_ps": 2480,
    "setup.worst_path.class": "in2out",
    "cpPeakStageDelay_ps": 550,
    "timing.critical_path.arrival_ps": 2400,
    "top_cell_by_count_worst_path": "sky130_fd_sc_hd__clkdlybuf4s50_1",
    "crit_path_start_kind": "input pin",
    "cp-end-kind": "output port",
    "worstPathMaxFanout": 5,
    "crit_path_cell_trace": "clkdlybuf4s50_1, nand4b_1, nor4_2, xor2_1, clkdlybuf4s50_1",
    "cpMaxStageDelayCell": "sky130_fd_sc_hd__clkdlybuf4s50_1"
  },
  "worst_hold_path": {
    "hold_path_class": "in2out"
  },
  "synthesis": {
    "post_synth_instance_area_um2": 402,
    "proportion_of_synthesized_chip_area_in_sequential_cells_pct": 0,
    "synth.area.top_cells": "sky130_fd_sc_hd__or4_1 13%, sky130_fd_sc_hd__xor2_1 11%, sky130_fd_sc_hd__o21ai_0 8.7%",
    "distinct_cells_synth": 21,
    "syn_avg_cell_area_um2": 6.18,
    "yosys-stat-cells": 65,
    "area_leader_netlist": "sky130_fd_sc_hd__or4_1",
    "postSynthCellCount": 65,
    "synth.yosys.chip_area_um2": 402,
    "synthDominantCellAreaShare_pct": 13.1,
    "synth.yosys.warnings": 0
  },
  "final_layout": {
    "filler_cell_count": 375,
    "flow.area_growth_from_synthesis_pct": 176,
    "final_std_cells_w_o_fill": 171,
    "numSequentialCells": 0,
    "final.clkbuf_count": 0,
    "seq_area_um2": 0,
    "layout_cell_share_with_drive_strength_beyond_1_pct": 26.4
  },
  "floorplan": {
    "chipHeight_um": 80,
    "chip_area_mm2": 0.00640,
    "design.core.area_mm2": 0.00342,
    "top_level_ports": 50,
    "die_width_um": 80,
    "placementRows": 21,
    "floorplanUtilization_pct": 11.8
  },
  "final_timing": {
    "setup_viol": 0,
    "fmax_mhz": 331,
    "layout_min_cycle_time_ps": 3020,
    "slew-limit-headroom_pct": 80.9,
    "fin_setup_tns_ps": 0,
    "final_max_slew_viol_count": 0,
    "final-hold-violation-count": 0,
    "rsz0062_at_grt": "yes",
    "layout_worst_path_cycle_share_pct": 97.6,
    "actual_slew_at_the_worst_max_slew_pin_ps": 284
  },
  "drt": {
    "detailroute.via_count": 703,
    "route.detailed.wl_per_inst_um": 12.1,
    "vias_per_cell": 4.11,
    "drc": 0,
    "first_iter_violations": 28,
    "wl_um": 2060,
    "drtPass1Iterations": 4,
    "detail-route-antenna-nets": 0,
    "n_antenna_cell": 0
  },
  "cts": {
    "hold_buffers": 0
  },
  "power_and_ir_drop": {
    "ir_drop_mv": 0.0400,
    "p_int_mw": 0.0759,
    "power_density_of_the_placed_cells_mw_per_mm2": 104,
    "p_sw_mw": 0.0389,
    "swShare_pct": 33.9,
    "clock_network_power_share_pct": 0,
    "combPwrFrac_pct": 100.0,
    "p_leak_nw": 0.497,
    "seqPwrFrac_pct": 0
  },
  "placed_design": {
    "io_buffer_count": 41,
    "hpwl_um": 1730,
    "dpl.cell_count": 170,
    "place_congestion": 0.756
  },
  "run_status": {
    "run_status": "completed"
  },
  "run": {
    "cap_viol_max_count": 0,
    "warnings": 42
  }
}
[path summary, 6_finish.rpt]
| path | start | to | cells past startpoint |
|---|---|---|---|
| worst max-delay path | PC[11] | next_PC[14] | 5 |
| worst min-delay path | PC[8] | next_PC[8] | 4 |
[cells in the mapped netlist (all sizes together)]
master / n
nand4: 3
inv: 2
xor2: 5
mux2: 1
ha: 1
nand2: 9
o21ai: 7
nand3b: 1
nand4b: 1
clkbuf: 1
o31ai: 4
xnor2: 2
nand3: 7
buf: 2
or4: 7
nor2b: 3
nand2b: 1
nor4: 4
a21oi: 4
[logic make-up after synthesis]
| group | Yosys count | share of synthesized area, % |
|---|---|---|
| mux | 1 | 2.80 |
| simple gates | 36 | 52.6 |
| compound gates | 15 | 21.2 |
| fa+ha+maj | 1 | 3.11 |
| xor+xnor | 7 | 15.3 |
| buf+inv | 5 | 4.98 |
[cells in the final DEF, fill, tap and decap left out, types with 3 or more instances in the layout]
cell type                          n
sky130_fd_sc_hd__buf_4            20
sky130_fd_sc_hd__clkdlybuf4s50_1  28
sky130_fd_sc_hd__dlygate4sd2_1     4
sky130_fd_sc_hd__dlymetal6s2s_1    9
sky130_fd_sc_hd__nand2_1           9
sky130_fd_sc_hd__nand3_1           5
sky130_fd_sc_hd__nand4_1           3
sky130_fd_sc_hd__nor2b_1           3
sky130_fd_sc_hd__nor4_2            3
sky130_fd_sc_hd__o21ai_0           7
sky130_fd_sc_hd__o31ai_1           4
sky130_fd_sc_hd__or4_1             6
sky130_fd_sc_hd__xor2_1            5
[timing repair]
item,4_1_cts,5_1_grt
cloned,0,0
gates resized,11,15
endpoints found under the hold margin,0,0
endpoints found under the setup margin,9,9
buffers inserted,1,0
pin swaps,4,3
[area by class of cell]
type | count | area [um2] | area share (%)
inverters | 2 | 7.51 | 0.678
multi-input cells | 60 | 442 | 39.9
well taps | 46 | 57.6 | 5.20
repair buffers | 63 | 601 | 54.2
[worst max-delay path, delay by kind of cell]
family,cells,cell delay (ps)
xor gates and xnor gates,1,180
buffers and inverters,2,1040
and+or+nand+nor,2,580
[layer usage]
metal | wire [um] | part of all wire, %
met5 | 0 | 0
met4 | 0 | 0
met3 | 130 | 6.3
met2 | 965 | 47
met1 | 966 | 47
[power by group through the flow]
stage / clock network [mW] / registers (mW) / logic, mW
6_report: 0 / 0 / 0.115
4_1_cts: 0 / 0 / 0.116
5_1_grt: 0 / 0 / 0.126
[through the flow]
step | utilization (%) | worst slack (ps) | hold WS, ps | area [um2] | power (mW)
after floorplan | - | 926 | 1270 | 402 | 0.0243
after detailed placement | 29.7 | -171 | 2180 | 1010 | 0.114
after global placement | 29.7 | -177 | 2180 | 1010 | 0.113
final | 32.4 | 75.4 | 1680 | 1110 | 0.115
after global routing | 32.4 | -9.21 | 1720 | 1110 | 0.126
after CTS | 30.9 | 9.91 | 2100 | 1060 | 0.116
Power figures rest on the tool's default switching activity, not on a simulated workload.
