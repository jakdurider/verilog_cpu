===== flow/design.v =====
module DMA (
    input CLK, BG,
    input [4 * 16 - 1 : 0] edata,
    input [16-1:0] cmd,
    output reg BR, 
    output READ,
    output [16 - 1 : 0] addr, 
    output [4 * 16 - 1 : 0] data,
    output reg [1:0] offset,
    output reg interrupt);
reg [3:0] state;
reg [3:0] next_state;
initial begin
    state <= 0;
    next_state <= 0;
    interrupt = 0;
end
reg [16-1:0] cmd_addr;
reg [16-1:0] cmd_length;
always @(*) begin
    cmd_addr = {{4{1'b0}},cmd[11:0]};
    cmd_length = {{12{1'b0}},cmd[15:12]};
end
reg Write;
assign addr = Write ? cmd_addr : 16'bz;
assign data = Write ? edata : 64'bz;
assign READ = Write ? Write : 1'bz;
always @(*) begin
    if(cmd == 16'hc1f4 && state == 0) begin
        BR = 1;
    end
end
always @(posedge CLK) begin
    state <= next_state;
end
always @(*) begin
    if(state != 0) next_state <= state + 1;
    else next_state <= 0;
end
always @(state, BG) begin
    case(state)
        0 : begin
            if(BG) next_state <= 1;
            else next_state <= 0;
        end
        1 : offset = 0;
        2 : Write = 1;
        3 : Write = 0;
        6 : begin
            offset = 1;
            cmd_addr = cmd_addr + 4;
        end
        7 : Write = 1;
        8 : Write = 0;
        11 : begin
            offset = 2;
            cmd_addr = cmd_addr + 4;
        end
        12 : Write = 1;
        13 : Write = 0;
        15 : BR = 0;
    endcase
end
always @(negedge BG) begin
    if(!interrupt) interrupt = 1;
end
always @(posedge CLK) begin
    if(interrupt) interrupt = 0;
end
endmodule

===== flow/run.sh =====
#!/bin/bash
# OpenROAD 26Q1-2900-gdf79404cd8, Yosys 0.63+post, stock flow scripts
make -C /OpenROAD-flow-scripts/flow DESIGN_CONFIG=/design/flow/config.mk WORK_HOME=/design/flow/orfs finish

===== flow/config.mk =====
export PLATFORM = sky130hd
export DESIGN_NAME = DMA
export DESIGN_NICKNAME = DMA
export VERILOG_FILES = /design/flow/design.v
export SDC_FILE = /design/flow/constraint.sdc
export NUM_CORES = 4
export LEC_CHECK = 1
export CORE_AREA = 10 10 78 78
export DIE_AREA = 0 0 88 88

===== flow/constraint.sdc =====
current_design DMA

set clk_period 1.1
set clk_io_pct 0.2

create_clock -name clk0 -period $clk_period [get_ports {BG}]
create_clock -name clk1 -period $clk_period [get_ports {CLK}]

set non_clock_inputs [all_inputs -no_clocks]
set_input_delay [expr $clk_period * $clk_io_pct] -clock clk0 $non_clock_inputs
set_output_delay [expr $clk_period * $clk_io_pct] -clock clk0 [all_outputs]

==> results.sh <==
# yosys + openroad results
export IMPL_outcome="stopped before the end"
export IMPL_haltStage="synthesis (1_2_yosys)"
export IMPL_error_message="ERROR: Found 12 problems in 'check -assert'."
export IMPL_synth_cellmix_simpleShare_pct=9.69
export IMPL_synthAoiAreaFrac_pct=0.843
export IMPL_yosys_cell_types_count=19
export IMPL_synthTopLogicFamily="buffers and inverters"
export IMPL_synth_largest_area_cell="buf_4"
export IMPL_post_synthesis_adder_cell_area_fraction_pct=5.27
export IMPL_xor_xnor_share_of_the_synthesized_area_pct=6.64
export IMPL_ys_top_cells_by_area="buf_4 (54%), dlxtn_1 (15%), dfxtp_1 (6.7%)"
export IMPL_ys_seq_elements=16
export IMPL_yosys_stat_cells=144
export IMPL_synth_yosys_warnings=4
export IMPL_yosysTopAreaCellShare_pct=53.7
export IMPL_synthMuxAreaShare_pct=0
export IMPL_synth_area_yosys_um2=1190
[kinds of logic after synthesis]
| logic type | count (synthesis) |
|---|---|
| buf+inv | 89 |
| flops | 4 |
| compound gates | 2 |
| other cells | 2 |
| simple gates | 21 |
| latches | 12 |
| fa+ha+maj | 5 |
| xor+xnor | 9 |
[synthesized netlist by cell type]
cell type	number
conb_1	2
ha_1	5
nor2b_1	1
and3_1	2
dfxtp_1	4
a21oi_1	1
xor2_1	2
and4_1	1
nor2_1	5
nand2_1	2
nand3_1	5
xnor2_1	7
o21ai_0	1
and3_4	1
buf_4	85
nand2b_1	2
dlxtn_1	12
nand4_1	2
inv_1	4
